`design/flow/design.v`:
```
`timescale 1ns / 1ps
module controller(
	input clock,
    input [31:0] instruct,
	input [447:0] dataOut,
    output reg [31:0] out = 0,
	output reg [4:0] sliceSelector,
	output reg [5:0] writeEnableKey,
	output reg [3:0] selectRead,
	output reg [16:0] writeEnable = 0,
	output reg [447:0] writeBus = 0
    );
	reg [2:0] state = 0;
	reg [2:0] nextState = 0;
	reg [4:0] roundNumber;
	reg [4:0] counter;
	reg [4:0] counterNext;
always @(posedge clock) begin
	case (state)
		0: begin
			selectRead <= instruct[3:0];
			out <= 0;
			writeBus <= 0;
			if (instruct[31:30] == 2'b00) begin
				case (instruct[4:0])
				0,1,2,8,9: begin
					roundNumber <= 4;
				end
				5,6: begin
					roundNumber <= 8;
				end
				12,13,14: begin
					roundNumber <= 5;
				end
				4: begin
					roundNumber <= 14;
				end
				7: begin
					roundNumber <= 3;
				end
				16: begin
				    roundNumber <= 2;
				end
				default: begin
					roundNumber <= 1;
				end
				endcase
			end
			else if (instruct[31:30] == 2'b01) begin
				case (instruct[4:0])
				0,1,2,8,9: begin
					roundNumber <= 4;
				end
				5,6: begin
					roundNumber <= 8;
				end
				12,13,14: begin
					roundNumber <= 5;
				end
				4: begin
					roundNumber <= 14;
				end
				7: begin
					roundNumber <= 3;
				end
				3: begin
					roundNumber <= 1;
				end
				16: begin
                    roundNumber <= 2;
                end
				default: begin
					roundNumber <= 1;
				end
			endcase
			end
			else if (instruct[31:30] == 2'b10) begin
				case (instruct[3:0])
				0,1: begin
					roundNumber <= 4;
				end
				2: begin
					roundNumber <= 10;
				end
				3,4,5: begin
					roundNumber <= 64;
				end
				default: begin
					roundNumber <= 1;
				end
				endcase
				end
			else begin
				roundNumber <= 0;
			end
		end
		1: begin
			out <= dataOut[32*counter+31 -:32];
			writeBus <= 0;
		end
		2: begin
			writeBus[32*counter+31 -:32] <= instruct;
			out <= 0;
		end
		3: begin
			writeBus <= 0;
			out <= 0;
		end
		4: begin
			writeBus <= 0;
			out <= 0;
		end
	endcase
	counter <= counterNext;
	state <= nextState;
end
always @(*) begin
	case (state)
		0: begin
			sliceSelector = 0;
			writeEnableKey = 0;
			writeEnable = 0;
			counterNext = 0;
			if (instruct[31:30] == 2'b00)
				nextState = 1;
			else if (instruct[31:30] == 2'b01)
				nextState = 2;
			else if (instruct[31:30] == 2'b10)
				nextState = 4;
			else begin
				nextState = 0;
			end
		end
		1: begin  
			writeEnable = 0;
			sliceSelector = 0;
			writeEnableKey = 0;
			if (counter < (roundNumber - 1)) begin
				nextState = 1;
				counterNext = counter + 1;
			end
			else begin
				counterNext = counterNext;
				nextState = 0;
			end
		end  
		2: begin  
			writeEnable = 0;
			sliceSelector = 0;
			writeEnableKey = 0;
			if (counter < (roundNumber - 1)) begin
				nextState = 2;
				counterNext = counter + 1;
			end
			else begin
				counterNext = counterNext;
				nextState = 3;
			end
		end
		3: begin
			writeEnable[selectRead] = 1; 
			nextState = 0;
			sliceSelector = 0;
			writeEnableKey = 0;
			counterNext = 0;
		end
		4: begin
			writeEnableKey[selectRead] = 1;
			if (counter < (roundNumber - 1)) begin
				counterNext = counter + 1;
				sliceSelector = counter;
				nextState = 4;
			end
			else begin
				counterNext = counterNext;
				sliceSelector = 0;
				nextState = 0;
				writeEnableKey = 0;
			end
		end
		default: begin
			counterNext = 0;
			sliceSelector = 0;
			writeEnableKey = 0;
			writeEnable = 0;
			nextState = 0;
		end
		endcase  
end
endmodule
```
`design/flow/run.sh`:
```
#!/bin/bash
# OpenROAD 26Q1-2900-gdf79404cd8, Yosys 0.63+post, stock flow scripts
make -C /OpenROAD-flow-scripts/flow DESIGN_CONFIG=/design/flow/config.mk WORK_HOME=/design/flow/orfs finish
```
`design/flow/config.mk`:
```
export PLATFORM = sky130hd
export DESIGN_NAME = controller
export DESIGN_NICKNAME = controller
export VERILOG_FILES = /design/flow/design.v
export SDC_FILE = /design/flow/constraint.sdc
export NUM_CORES = 4
export LEC_CHECK = 1
export CORE_AREA = 10 10 440 440
export DIE_AREA = 0 0 450 450
```
`design/flow/constraint.sdc`:
```
current_design controller

set clk_period 40.1
set clk_io_pct 0.2

create_clock -name clk0 -period $clk_period [get_ports {clock}]

set non_clock_inputs [all_inputs -no_clocks]
set_input_delay [expr $clk_period * $clk_io_pct] -clock clk0 $non_clock_inputs
set_output_delay [expr $clk_period * $clk_io_pct] -clock clk0 [all_outputs]
```
==> impl_metrics.yaml <==
# flow metrics
run_status:
  outcome: "complete, no violations"
timing:
  rsz0062_at_grt: "no"
  worstMarginPinSlew_ns: 0.911
  maxSlewViolCount: 0
  fmax_ghz: 0.0899
  fin_tns_setup_ns: 0
  min_period_ns: 11.12
  min_period_over_period_pct: 27.7
  fin_skew_ns: 0.0392
  hold_violations: 0
  setup_viol: 0
  relSlewSlack_pct: 38.8
  untimed_endpoints: 54
  unclocked_pins: 27
logic_synthesis:
  syn_avg_cell_area_um2: 12.4
  synthCells: 2163
  mux_share_pct: 23.8
  synth_warnings: 1
  ys_async_sr_fraction_pct: 0
  ys_sh_simple_pct: 10.1
  edf_count: 488
  synth_area_um2: 26800
  ys_sh_xor_pct: 0.327
  yosysUniqueCellTypes: 50
  synth-compound-area-share_pct: 4.82
  ys_area_um2: 26800
  ys_ff: 523
  flop_cell: "edfxtp_1"
  logic_family: "multiplexers"
  adder_share_pct: 0.653
  yosys_cells: 2163
min_path:
  min_path_type: "reg2reg"
pwr:
  ir_drop_v: 0.0000371
  power_density_nw_per_um2: 60.3
  totalPowerFinal_w: 0.00253
  p_leak_nw: 16.3
global_routing:
  grt_pass1_wl_um: 210000
  antenna_found_initial: 40
  first_global_vias: 22400
  grt-ovfl-total: 0
  grt_start_max_net_pins: 163
  grt_use_total_pct: 15.5
worst_setup_path:
  arrival_ns: 3.10
  cp_max_fo: 14
  cp-start-kind: "flip-flop"
  cp.required_ns: 32.08
  end_kind: "primary output"
  critPathKind: "reg2out"
clock_tree:
  cts_resized: 0
  numCtsBuffers: 67
  ctsRootBufferMaster: "clkbuf_16"
  insertion_delay_ns: 0.70
  cts_hold_buf: 0
  cts_tree: "built"
  cts.clk_slew.worst_paths_ns: 0.06
  h-tree-depth: 3
  cts_setup_buffers: 0
  cts_buffer_depth: 3
routing:
  drtIter0Drc: 1831
  ant_nets: 0
  vias_per_cell: 3.95
  dr.pass1.iters: 5
  vias: 22200
  drc: 0
  drt_wl_total_um: 160000
  routedWlPerCell_um: 28.4
run:
  maxCapViolations: 0
  log.warning_count: 37
placed_design:
  dp_hpwl_um: 126000
  io_buffers: 991
  gp_congestion: 0.951
finish:
  nFillCells: 19500
  drive_above_1_share_pct: 10.6
  syn2layout_area_growth_pct: 56.2
floorplanning:
  chipArea_um2: 203000
  rows: 157
  die_w_um: 450
  die.size.y_um: 450
  fp_util_pct: 14.6
  io_pins: 993
  core-area_um2: 183000
[routing by layer]
layer  share of wire [%]  routed length (um)  vias up  track usage (%)
met5               0.044                  70        -                0
met4                 4.4                7100       14             5.41
met3                 7.3               11700      225             4.90
met2                  56               88700      883             29.2
met1                  33               52200    11200             16.0
li1                    -                   -     9854                -
[power by group]
part | internal, W | switching (W) | leakage, nW | total [W]
clock | 0.000356 | 0.000260 | 1.07 | 0.000616
combinational | 0.000454 | 0.000482 | 9.24 | 0.000936
sequential | 0.000848 | 0.000126 | 6.02 | 0.000974
[registers in the layout (all words and copies together), names as in the netlist]
| register | cells |
|---|---|
| roundNumber | 4 |
| counterNext | 5 |
| out | 32 |
| counter | 5 |
| writeEnableKey | 6 |
| selectRead | 4 |
| writeEnable | 16 |
| writeBus | 448 |
| state | 3 |
[synth_stat cells, types with 2 or more instances]
cell	count	area, um2
mux2i_1	384	3840
nor4_2	2	25.0
xnor2_1	8	70.1
nor2b_1	4	25.0
o31ai_1	2	15.0
a21oi_1	101	505
mux2_2	34	383
o21ai_0	24	120
buf_1	8	30.0
nand3_1	9	45.0
nand4_1	3	18.8
dlxtn_1	27	405
xor2_1	2	17.5
inv_1	13	48.8
nor2_1	28	105
mux4_2	96	2160
ha_1	14	175
buf_6	3	33.8
nand2_1	587	2200
dfxtp_1	8	160
nand3_2	2	20.0
buf_2	48	240
buf_4	14	105
a31oi_1	2	12.5
nand2b_1	8	50.1
clkbuf_1	129	484
and3_1	3	18.8
a211oi_1	33	248
edfxtp_1	488	14700
a221oi_1	32	280
o211ai_1	2	15.0
nor3_1	27	135
[critical path, stage by stage, from the launching register on]
cell             delay [ns]
edfxtp_1               0.42
nor3_1                 0.24
xnor2_1                0.16
ha_1                   0.26
o21ai_0                0.15
a32o_1                 0.18
a21oi_1                0.06
buf_4                  0.20
nor3_1                 0.25
clkdlybuf4s50_1        0.53
[through the flow]
stage               area [um2]  instances  worst slack (ns)  hold WS (ns)  utilization, %
finish                   41900       5622             28.98         0.623            22.8
global placement         39700       5489             29.57         0.604            21.6
floorplan                26800       2163              6.46         0.559               -
detailed placement       39700       5489             29.68         0.614            21.6
CTS                      41900       5612             28.90         0.628            22.8
global route             41900       5620             28.77         0.646            22.8
[cell families after synthesis]
| logic type | count (synthesis) |
|---|---|
| other | 1 |
| XOR/XNOR | 10 |
| AND/OR/NAND/NOR | 680 |
| adder cells (fa/ha/maj) | 14 |
| buffers and inverters | 216 |
| AND-OR/OR-AND | 205 |
| flip-flops | 496 |
| latches | 27 |
| multiplexers | 514 |
[area by class of cell]
cell class | instances | area, um2 | area share [%]
Clock buffer | 82 | 1750 | 4.19
Tap cell | 2464 | 3080 | 7.36
Multi-Input combinational cell | 1424 | 10800 | 25.8
Timing Repair Buffer | 1064 | 10500 | 25.0
Antenna cell | 10 | 25.0 | 0.0597
Clock inverter | 41 | 454 | 1.08
Sequential cell | 523 | 15200 | 36.3
Inverter | 14 | 56.3 | 0.134
[worst paths after layout]
path | slack [ns] | end | start | depth (start not counted)
worst max register to register | 35.68 | writeBus[315] | counter[3] | 9
worst min register to register | 0.62 | writeBus[301] | writeBus[301] | 2
worst max-delay path | 28.98 | sliceSelector[2] | roundNumber[2] | 9
worst min-delay path | 0.62 | writeBus[301] | writeBus[301] | 2
[cell usage in the layout, fill, tap and decap left out, types with 32 or more instances in the layout]
master,instances
buf_4,71
a211oi_1,33
mux2i_1,384
a221oi_1,32
clkdlybuf4s50_1,991
clkbuf_16,68
a21oi_1,100
mux2_2,34
edfxtp_1,488
nand2_1,583
mux4_2,96
No activity file was given, so power comes from the tool's default toggle rates.
