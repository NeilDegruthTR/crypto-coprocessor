==> flow/design.v <==
`timescale 1ns / 1ps
module lfsr(
    input clock,
    input enable,
    input loadSeed,
    input [127:0] seed,
    output [127:0] lfsr_out,
    output lfsr_done
    );
	reg [127:0] lfsr_reg = 0;
	reg [4:0] xnor_out;
	reg counter = 0;
	always @(posedge clock) begin
		if (enable == 1) begin
			if(loadSeed == 1) begin
				lfsr_reg = seed;
			end
			else begin
				lfsr_reg = lfsr_reg<<5;
				lfsr_reg[4:0] = xnor_out;
				counter = counter + 1;
			end
		end
	end 
	always @(*) begin
		xnor_out[4] = lfsr_reg[127] ^~ lfsr_reg[125] ^~ lfsr_reg[100] ^~ lfsr_reg[98];
		xnor_out[3] = lfsr_reg[126] ^~ lfsr_reg[124] ^~ lfsr_reg[99] ^~ lfsr_reg[97];
		xnor_out[2] = lfsr_reg[125] ^~ lfsr_reg[123] ^~ lfsr_reg[98] ^~ lfsr_reg[96];
		xnor_out[1] = lfsr_reg[124] ^~ lfsr_reg[122] ^~ lfsr_reg[97] ^~ lfsr_reg[95];
		xnor_out[0] = lfsr_reg[123] ^~ lfsr_reg[121] ^~ lfsr_reg[96] ^~ lfsr_reg[94];
	end
	assign lfsr_out = lfsr_reg;
	assign lfsr_done = (counter==1) ? 1: 0;
endmodule
module PRNG (
	input [127:0] seed,
	input [127:0] generatedSeed_i,
	input [3:0] csr,
	input clock,
	output reg [127:0] generatedReg = 0,
	output reg [2:0] csr_o = 0,
	output reg ctrwrite = 0,
	output reg csrUpdate = 0
);
reg [3:0] state = 0;
reg [3:0] nextState = 0;
reg startFlag = 0;
reg prngEnable = 0;
reg loadSeed = 0;
reg [6:0] counter = 0;
wire prngDone;
wire [127:0] generatedReg_inside;
reg [127:0] selectedSeed;
lfsr PRNG (clock, prngEnable, loadSeed, selectedSeed, generatedReg_inside, prngDone);
always @(posedge clock)
begin
state = nextState;
if (csr[2] == 1) begin
	startFlag = 1;
	counter = 0;
end
if (startFlag == 1) begin
case (state)
8'd0: begin  
	generatedReg = 0;
	ctrwrite = 0;
	csr_o = 2;
	csrUpdate = 1;
	prngEnable = 1;
	loadSeed = csr[3];
	if (counter == 0)
		selectedSeed = seed;
	else
		selectedSeed = generatedSeed_i;
	nextState = 1;
end
8'd1: begin  
	generatedReg = 0;
	csr_o = 2;
	csrUpdate = 0;
	ctrwrite = 0;
	prngEnable = 1;
	loadSeed = 0;
	if (prngDone == 0) begin
		nextState = 1;
	end
	else begin
		prngEnable = 0;
		nextState = 2;
	end
end
8'd2: begin  
	generatedReg = generatedReg_inside;
	csr_o = 1;
	csrUpdate = 1;
	ctrwrite = 1;
	if (counter > 10) begin
		startFlag = 0;
		counter = 0;
		nextState = 0;
	end
	else
		nextState = 1;
	counter = counter + 1;
end
default: begin
	generatedReg = 0;
	ctrwrite = 0;
end
endcase
end
end
endmodule
==> flow/run.sh <==
#!/bin/bash
# OpenROAD 26Q1-2900-gdf79404cd8, Yosys 0.63+post, stock flow scripts
make -C /OpenROAD-flow-scripts/flow DESIGN_CONFIG=/design/flow/config.mk WORK_HOME=/design/flow/orfs finish
==> flow/config.mk <==
export PLATFORM = sky130hd
export DESIGN_NAME = PRNG
export DESIGN_NICKNAME = PRNG
export VERILOG_FILES = /design/flow/design.v
export SDC_FILE = /design/flow/constraint.sdc
export NUM_CORES = 4
export LEC_CHECK = 1
export CORE_UTILIZATION = 30
==> flow/constraint.sdc <==
current_design PRNG

set clk_period 36.6
set clk_io_pct 0.2

create_clock -name clk0 -period $clk_period [get_ports {clock}]

set non_clock_inputs [all_inputs -no_clocks]
set_input_delay [expr $clk_period * $clk_io_pct] -clock clk0 $non_clock_inputs
set_output_delay [expr $clk_period * $clk_io_pct] -clock clk0 [all_outputs]
==> summary.txt <==
Footprint of the multi-input gates - 4570 µm²
Total I/O pin count - 394
Tool warnings - 30
Reg2Reg Setup Slack - 34.00 ns
Setup-violating endpoint count in the final report - 0
Longest individual stage delay on the worst path - 0.69 ns
Die Area - 57400 µm²
Avg Synthesized Cell Area - 18.8 µm²
Via total after detailed routing - 8799
Outcome - finished clean
Internal power summed over all cells - 1210 µW
Count of flip-flops with a built-in enable after synthesis - 393
Area inside the core boundary - 55400 µm²
Portion of total power attributed to sequential cells - 49.2%
Area growth from synthesis to layout - 35.0%
Required time at the worst-slack endpoint - 36.77 ns
Number of DRC markers in iteration 0 - 344
Source-to-sink clock delay at the later pin of the worst-skew pair - 0.55 ns
Sink Count - 401
Post-CTS setup buffer count - 0
# port buffers - 390
Via count of the first global-routing pass - 9167
Final global-route overflow total - 0
Number of buffers between clock root and the deepest sink - 3
Crit path max fanout - 49
Part of the total power dissipated in combinational logic - 25.3%
Slew HR - 40.5%
Cell count after synthesis - 899
Net switching power figure - 429 µW
Filler-free cell count of the finished design - 2084
Horizontal die size - 240 µm
Buffers plus inverters on the worst setup path - 3
Cell variety after synth - 37
Sequential cell area in the final layout - 12000 µm²
Setup repair after global routing missed its margin - no
Inserted Clock Buffers - 44
Number of gates resized after CTS - 0
Most used logic cell in the final layout - sky130_fd_sc_hd__edfxtp_1
Worst clock skew - 0.0104 ns
Yosys warns - 2
Share of power burned in the clock network - 25.5%
Type of the setup path with the least slack - input port to register
Filler Cell Count - 4970
Number of core rows - 86
Final Max Tran Viols - 0
First-pass GRT wire length - 55.8 mm
Slowest CP cell - sky130_fd_sc_hd__buf_4
Largest delay share family, worst path - buffers and inverters
Switching Share - 26.2%
Routed Antenna Nets - 0
CTS tree - built
Detail-routed via count per cell - 4.22
Max-Cap Viols - 0
Fraction of the cycle the final worst path needs - 26.7%
Largest net degree at the start of global routing - 74
Share of the yosys chip area belonging to registers - 70.6%
Count of endpoints failing hold in the final timing report - 0
Layout cells sized above 1 - 25.3%
Max VDD drop - 0.0000366 V
Synthesized chip area reported by yosys - 16900 µm²
Max Clock Freq - 102 MHz
Yosys stat cell total - 899
Most instantiated flip-flop cell in the synthesis netlist - sky130_fd_sc_hd__edfxtp_1
Share of async-settable or async-resettable flops after synthesis - 0%
Final min period - 9.77 ns
Post-synth regs - 401
Level count of the clock H-tree - 2
Half-perimeter wire length of the detailed placement result - 25.2 mm
Die Y - 240 µm
Worst Tran Pin Value - 0.892 ns
Global placement routability congestion - 0.803
Total Wirelength - 37.8 mm
Initial DRT Pass Iterations - 4
Sort of element at the end of the critical path - register
Leakage power - 0.00835 µW
Worst-path cell chain - clkdlybuf4s50_1 > nor2_1 > inv_6 > and2_4 > buf_4
Path category of the worst min-delay check - register to register
Clock Tree Root - sky130_fd_sc_hd__clkbuf_16
Synthesized area - 16900 µm²
Post-Place Cells - 2006
Number of antenna repair diodes - 0
Top logic cells by instance count in the layout - sky130_fd_sc_hd__edfxtp_1 (393), sky130_fd_sc_hd__clkdlybuf4s50_1 (390), sky130_fd_sc_hd__mux2_2 (132)
Final total negative setup slack - 0 ns
Average wire per cell in the routed design - 18.2 µm
Initial core utilization - 30.6%
Cell Pwr Density - 71.7 nW/µm²
Overall track demand over capacity in global routing - 13.8%
Worst-path clk slew - 0.06 ns
Antenna violations before repair - 1
Number of design rule violations left after detail routing - 0
Count of hold-fix buffers inserted at cts - 0
Worst Setup Start Kind - input port
Arrival time at the worst endpoint - 9.94 ns
-- cell usage after synthesis (2+ instances only) --
library cell               instances  area, µm²
sky130_fd_sc_hd__a21oi_1           4       20.0
sky130_fd_sc_hd__a31oi_1           2       12.5
sky130_fd_sc_hd__and2_1          131        820
sky130_fd_sc_hd__buf_12           11        220
sky130_fd_sc_hd__buf_2            10       50.1
sky130_fd_sc_hd__buf_6             3       33.8
sky130_fd_sc_hd__clkbuf_1         20       75.1
sky130_fd_sc_hd__dfxtp_1           8        160
sky130_fd_sc_hd__edfxtp_1        393      11800
sky130_fd_sc_hd__ha_1              5       62.6
sky130_fd_sc_hd__inv_1             7       26.3
sky130_fd_sc_hd__mux2_2          132       1490
sky130_fd_sc_hd__mux2_4          120       1800
sky130_fd_sc_hd__nand2_1           7       26.3
sky130_fd_sc_hd__nand2b_1          2       12.5
sky130_fd_sc_hd__nor2_1            5       18.8
sky130_fd_sc_hd__nor2b_1           2       12.5
sky130_fd_sc_hd__nor3b_1           2       15.0
sky130_fd_sc_hd__o21ai_0           5       25.0
sky130_fd_sc_hd__o22ai_1           2       12.5
sky130_fd_sc_hd__o31a_1            2       17.5
sky130_fd_sc_hd__xnor2_1          10       87.6
sky130_fd_sc_hd__xor2_1            2       17.5
-- path summary, 6_finish.rpt --
check,end,from,cells after the start
worst min register to register,counter[5],counter[5],1
worst min-delay path,counter[5],counter[5],1
worst max register to register,selectedSeed[74],startFlag,4
worst max-delay path,selectedSeed[74],csr[2],5
-- worst register-to-register path: stages, from the launching register on --
cell and delay, ns:
sky130_fd_sc_hd__dfxtp_1 0.37, sky130_fd_sc_hd__nor2_1 0.13, sky130_fd_sc_hd__inv_6 0.35, sky130_fd_sc_hd__and2_4 0.59
sky130_fd_sc_hd__buf_4 0.74
-- power groups by stage --
stage	Sequential [µW]	Clock (µW)	Combinational (µW)
after CTS	811	433	431
after global routing	828	450	453
final	806	418	415
-- stage by stage --
stage	worst slack, ns	hold WS, ns	instance area [µm²]	total power (µW)	util (%)
final	26.83	0.509	22900	1640	41.3
after global routing	26.62	0.527	22900	1730	41.3
after CTS	26.78	0.511	22900	1680	41.3
after detailed placement	26.19	0.503	21500	1250	38.8
after global placement	26.22	0.496	21500	1240	38.8
after floorplan	22.75	0.487	16900	1070	-
-- logic make-up after synthesis --
logic type	count (synthesis)	synth area share [%]
XOR/XNOR	12	0.621
AND-OR/OR-AND	19	0.791
AND/OR/NAND/NOR	156	5.69
buffers and inverters	53	2.46
adder cells (fa/ha/maj)	5	0.369
other	1	0.0221
multiplexers	252	19.4
flip-flops	401	70.6
-- layer usage --
metal	routed length [µm]	up-vias	share of wire [%]	global-route usage (%)
met3	2840	46	7.5	4.27
met1	15600	4298	41	19.8
met5	7	-	0.019	0
met2	18700	254	49	22.1
met4	702	2	1.9	2.31
li1	-	4199	-	-
-- area by class of cell --
class                      count  area share, %
clock buffer                  50           5.01
clock inverter                28          0.914
inverter                       7          0.137
multi-input combinational    445           20.0
sequential                   401           52.3
tap                          748           4.09
timing repair buffer         405           17.6
Power figures rest on the tool's default switching activity, not on a simulated workload.
